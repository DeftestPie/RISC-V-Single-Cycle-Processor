### /design/flow/design.v
`timescale 1ns / 1ps
module ImmGen(
    InstCode ,
    ImmOut
    );
input [31:0] InstCode;
output reg [31:0] ImmOut;
always @(InstCode)
begin
case (InstCode[6:0])
7'b0000011       :
    ImmOut = {InstCode[31]? {20{1'b1}}:20'b0 , InstCode[31:20]};
7'b0010011        :
    ImmOut = {InstCode[31]? {20{1'b1}}:20'b0 , InstCode[31:20]};
7'b0100011              :
    ImmOut = {InstCode[31]? {20{1'b1}}:20'b0 , InstCode[31:25], InstCode[11:7]};
7'b0010111       :
    ImmOut = {InstCode[31:12], 12'b0};
default
    ImmOut = {32'b0};
endcase
end
endmodule
### /design/flow/run.sh
#!/bin/bash
# OpenROAD 26Q1-2900-gdf79404cd8, Yosys 0.63+post, stock flow scripts
make -C /OpenROAD-flow-scripts/flow DESIGN_CONFIG=/design/flow/config.mk WORK_HOME=/design/flow/orfs finish
### /design/flow/config.mk
export PLATFORM = sky130hd
export DESIGN_NAME = ImmGen
export DESIGN_NICKNAME = ImmGen
export VERILOG_FILES = /design/flow/design.v
export SDC_FILE = /design/flow/constraint.sdc
export NUM_CORES = 4
export LEC_CHECK = 1
export CORE_AREA = 10 10 70 70
export DIE_AREA = 0 0 80 80
### /design/flow/constraint.sdc
current_design ImmGen

set clk_period 9.4
set clk_io_pct 0.2

create_clock -name clk0 -period $clk_period

set non_clock_inputs [all_inputs -no_clocks]
set_input_delay [expr $clk_period * $clk_io_pct] -clock clk0 $non_clock_inputs
set_output_delay [expr $clk_period * $clk_io_pct] -clock clk0 [all_outputs]
==> results.cfg <==
; flow metrics
[final_layout]
flops = 0
drive_gt1_share_pct = 10.4
fillers = 372
ff_latch_area_sq_um = 0
area_growth_pct = 151
final_area_sq_um = 1120
clkbuf_count = 0

[worst_setup_path]
cp_data_required_time_ns = 7.52
critPathArrivalTime_ns = 3.97
crit_path_max_fanout = 20
crit_type = in2out
start_kind = primary input
end_kind = output port

[floorplan]
io_pins = 64
die-height_um = 80
die_w_um = 80
num_rows = 21
die_area_sq_um = 6400
core_area_sq_um = 3420
fp_util_pct = 13.1

[sta]
post-route-period-util_pct = 62.3
fin_tns_setup_ns = 0
worst_pin_slew_ns = 0.668
hold_violations = 0
fmax_mhz = 171
holdWs_ns = 4.67
slew_headroom_pct = 55.4
slew_viol_final = 0
setup_violations = 0
rsz0062_at_grt = false
min_period_ns = 5.85

[synth]
yosysWarnings = 1
synth_area_sq_um = 447
synth_seq_share_pct = 0
syn_inst = 74
synth_cell_types = 17
ys_cells = 74
syn_area_per_cell_sq_um = 6.04
ys_area_sq_um = 447

[cts]
cts-hold-fix-buffers = 0
cts_resized = 0
postCtsSetupBuffers = 0

[drt]
via_count = 703
wl_per_cell_um = 13.2
via_per_inst = 3.91
drc = 0
drt_iter0_drc = 18
first_pass_iters = 4
diodes = 0
antenna_left = 0
wl_um = 2370

[outcome]
status = finished clean

[global_route]
grt_pass1_wl_um = 3680
grt.total_usage_pct = 6.88
grt_max_degree = 23
first_global_vias = 735
antenna_found_initial = 0
grt_overflow_total = 0

[placement]
portBuffers = 64
place_hpwl_um = 1970
place_area_sq_um = 1120
gp_congestion = 0.792

[pwr]
power_density_nw_per_um2 = 23.4
irDropWorstVdd_mv = 0.0111
p_leak_nw = 0.349

[job]
maxCapViolations = 0
log.warning_count = 32

[hold_path]
holdCritPathClass = in2out
## routing by layer
metal  wire (um)  GRT usage, %  vias up
met5           0             0        -
met3         491          4.66        0
met2         843          9.31       49
met1        1040          9.29      285
met4           0             0        0
li1            -             -      369
## worst max-delay path, stage by stage
cell and delay, ns:
clkdlybuf4s50_1 0.54, and4bb_1 0.76, nand2_1 0.15, a21oi_2 0.16, clkdlybuf4s50_1 0.48
## layout by cell type (no fill, tap or decap)
master and count:
clkdlybuf4s50_1 64, nand2_1 19, a21oi_1 14, a21oi_2 10, and2_1 7, nor2_1 6, and2b_1 5, nor2b_1 2
a211oi_4 1, nand2_4 1, and4bb_1 1, nand3b_1 1, or3_1 1, nor3b_2 1, buf_4 1
## layout make-up
type,instances,area (sq um),share of cell area [%]
Tap cell,46,57.6,5.13
Timing Repair Buffer,65,648,57.8
Multi-Input combinational cell,69,415,37.1
## synthesized netlist by cell type
| cell | number | share of area [%] |
|---|---|---|
| or3_1 | 1 | 1.4 |
| buf_2 | 1 | 1.1 |
| a21oi_2 | 10 | 20 |
| nand2_4 | 1 | 2.5 |
| buf_6 | 1 | 2.5 |
| and4bb_1 | 1 | 2.8 |
| nor2b_1 | 2 | 2.8 |
| and2b_1 | 5 | 8.4 |
| nand2_1 | 19 | 16 |
| a211oi_4 | 1 | 4.5 |
| buf_4 | 1 | 1.7 |
| nor3b_2 | 1 | 2.8 |
| and2_1 | 7 | 9.8 |
| nand3b_1 | 1 | 1.7 |
| nor2_1 | 6 | 5.0 |
| a21oi_1 | 14 | 16 |
| clkbuf_1 | 2 | 1.7 |
## logic make-up (layout without fill, tap and decap cells)
logic type,count (synthesis),after routing,share of synthesized area (%)
and+or+nand+nor,44,44,53.2
AOI/OAI and AO/OA,25,25,39.8
buffers and inverters,5,65,7.00
## through the flow
stage | total power, mW | instances | setup WS (ns) | util (%)
2_1_floorplan | 0.00792 | 74 | 5.01 | -
3_3_place_gp | 0.0263 | 180 | 3.52 | 32.8
3_5_place_dp | 0.0265 | 180 | 3.49 | 32.8
4_1_cts | 0.0267 | 180 | 3.49 | 32.8
5_1_grt | 0.0286 | 180 | 3.32 | 32.8
6_report | 0.0262 | 180 | 3.55 | 32.8
## where the power goes
group	total (mW)	internal, mW	switching (mW)
sequential	0	0	0
clock	0	0	0
combinational	0.0262	0.0171	0.00909
## final timing paths
check / from / to / slack [ns] / depth (start not counted)
worst max-delay path: InstCode[5] / ImmOut[22] / 3.55 / 5
worst min-delay path: InstCode[18] / ImmOut[18] / 4.67 / 4
No activity file was given, so power comes from the tool's default toggle rates.
