$ cat ./config.mk
export PLATFORM = sky130hd
export DESIGN_NAME = alu_32
export DESIGN_NICKNAME = alu_32
export VERILOG_FILES = /design/flow/design.v
export SDC_FILE = /design/flow/constraint.sdc
export NUM_CORES = 4
export LEC_CHECK = 1
export CORE_UTILIZATION = 30
$ cat ./constraint.sdc
current_design alu_32

set clk_period 19.6
set clk_io_pct 0.2

create_clock -name clk0 -period $clk_period

set non_clock_inputs [all_inputs -no_clocks]
set_input_delay [expr $clk_period * $clk_io_pct] -clock clk0 $non_clock_inputs
set_output_delay [expr $clk_period * $clk_io_pct] -clock clk0 [all_outputs]
$ cat ./design.v
`timescale 1ns / 1ps
module alu_32(
    input   [31:0] A_in ,B_in ,
    input   [3:0]   ALU_Sel ,
    output [31:0] ALU_Out , 
    output  reg     Carry_Out ,
    output          Zero ,
    output  reg     Overflow = 1'b0
    );
reg   [31:0] ALU_Result;
reg [32:0] temp;
reg [32:0] twos_com; 
assign  ALU_Out    = ALU_Result;  
assign  Zero       = (ALU_Result  == 0); 
always @(*)
    begin
        Overflow = 1'b0;
        Carry_Out = 1'b0;
        case(ALU_Sel)
            4'b0000:
                ALU_Result = A_in & B_in;
            4'b0001:
                ALU_Result = A_in | B_in;
            4'b0010:
                begin
                    ALU_Result = $signed(A_in) + $signed(B_in);
                    temp = {1'b0, A_in} + {1'b0, B_in};
                    Carry_Out = temp[32];
                    if ((A_in[31] & B_in[31] & ~ALU_Out[31]) |
                    (~A_in[31] & ~B_in[31] & ALU_Out[31]))
                        Overflow = 1'b1;
                    else
                        Overflow = 1'b0;
                end
            4'b0110:
                begin
                    ALU_Result = $signed(A_in) - $signed(B_in) ;
                    twos_com = ~(B_in) + 1'b1;
                    if ((A_in[31] & twos_com[31] & ~ALU_Out[31]) |
                    (~A_in[31] & ~twos_com[31] & ALU_Out[31]))
                        Overflow = 1'b1;
                    else
                        Overflow = 1'b0;
                end
            4'b0111:
                ALU_Result = ($signed(A_in) < $signed(B_in ))?32 'd1:32'd0;
            4'b1100:
                ALU_Result = ~(A_in | B_in);
            4'b1111:
                ALU_Result = (A_in==B_in )?32'd1:32'd0 ;
            default: ALU_Result = A_in + B_in ;
        endcase
    end
endmodule
$ cat ./run.sh
#!/bin/bash
# OpenROAD 26Q1-2900-gdf79404cd8, Yosys 0.63+post, stock flow scripts
make -C /OpenROAD-flow-scripts/flow DESIGN_CONFIG=/design/flow/config.mk WORK_HOME=/design/flow/orfs finish
==> results.json <==
{
  "syn-cell-area_um2": 6226,
  "peakVddDrop_v": 0.00001247,
  "warnings": 96,
  "nClkBuffers": 0,
  "logic_area_um2": 5563,
  "slew_headroom": 0.2556,
  "cp_max_fo": 5,
  "cp-endpoint": "Zero",
  "ys_area_um2": 6226,
  "fp_util": 0.3067,
  "hold_start": "A_in[31]",
  "fin_crit_sh": 0.6704,
  "setup_viol": 0,
  "tightest_slew_ns": 1.106,
  "synth_cell_type_count": 95,
  "ant_nets": 0,
  "drt-initial-drc-count": 701,
  "grt_max_degree": 42,
  "outcome": "finished clean",
  "die_h_um": 146.1,
  "die_x_um": 146.1,
  "num_vias": 7494,
  "drc": 0,
  "io_pins": 103,
  "yosysWarnings": 1,
  "area_growth_pct": 18.75,
  "crit_type": "in -> out",
  "p_per_area_nw_per_um2": 32.52,
  "postCtsSetupRepairBufs": 0,
  "cp.arrival_ns": 9.22,
  "rsz0062_at_grt": "false",
  "place.port_buffers": 103,
  "flops": 0,
  "worstSetupEndpointType": "output port",
  "std_cell_rows": 52,
  "hold_buffers": 0,
  "wl_per_cell_um": 21.11,
  "yosys_cells": 921,
  "final_hold_viol_count": 0,
  "drv_cap": 0,
  "antenna_cells": 0,
  "yosys.area.top_type": "ha_1",
  "grt_pass1_wl_um": 40770,
  "antenna_found_initial": 0,
  "fin_tns_setup_ns": 0,
  "core-area_um2": 20300,
  "first_pass_iters": 5,
  "dieArea_um2": 21330,
  "p_leak_nw": 3.044,
  "place_congestion": 0.9924,
  "ctsResizeCount": 0,
  "netlist_top_cells_area": "ha_1 19%, a21oi_1 7.2%, inv_1 5.8%",
  "ys_seq_frac": 0,
  "post-dp-hpwl_um": 20790,
  "first_global_vias": 6966,
  "final-max-slew-violation-count": 0,
  "seq_area_um2": 0,
  "worstPathRequired_ns": 15.68,
  "drive_gt1_frac": 0.05641,
  "netlist_instances": 921,
  "viasPerCell": 6.019,
  "fill_cells": 2171,
  "worst_hold_path_type": "in -> out",
  "max_freq_mhz": 76.11,
  "grt_usage": 0.2457,
  "period_minus_slack_ns": 13.14,
  "cp-startpoint": "B_in[0]",
  "routed_wl_um": 26280,
  "top_cell_area_share": 0.1929,
  "syn_area_per_cell_um2": 6.760,
  "grt_overflow_total": 0,
  "final_core_util": 0.3642,
  "crit_path_start_kind": "input port"
}
[logic make-up (layout without fill, tap and decap cells)]
family,after synthesis,in the layout,synth area share
AOI/OAI and AO/OA,383,383,0.4445
and+or+nand+nor,256,256,0.2116
buffers and inverters,160,214,0.1065
adders and majority gates,98,98,0.1994
muxes,17,17,0.02813
xor gates and xnor gates,7,7,0.009847
[Yosys cell counts, drive strengths merged (5+ instances only)]
cell      n
a21oi    89
ha       96
nor4     16
a211oi   15
o21a      6
mux2i    13
nand3    13
and2      9
a221o    11
nor3     27
o31a      5
o21bai   12
a211o     6
nand4    12
nor2     72
a21o     17
nor2b     5
a2111oi   5
inv      99
a22oi    27
a22o     10
a31oi     8
or2       6
o21ai    44
o31ai    21
o22ai    19
o22a      6
o311ai    6
xnor2     6
or3       6
o211ai   13
o221ai   17
clkbuf   32
a221oi   13
nand2    57
nand2b   13
or4       5
buf      29
[metal layers]
metal | global-route usage | wire length [µm] | up-vias
li1 | - | - | 3591
met1 | 0.3509 | 11700 | 3488
met2 | 0.3811 | 11480 | 367
met3 | 0.04427 | 2298 | 48
met4 | 0.06510 | 803 | 0
met5 | 0 | 0 | -
[stage by stage]
stage          cells  power, mW  setup slack, ns  area (µm²)  hold WS, ns
2_1_floorplan    921     0.1429            8.250        6226        8.023
3_3_place_gp    1245     0.2360            6.545        7393        9.083
3_5_place_dp    1245     0.2350            6.496        7393        9.094
4_1_cts         1245     0.2364            6.490        7393        9.101
5_1_grt         1245     0.2609            6.316        7393        9.174
6_report        1245     0.2404            6.461        7393        9.100
[where the power goes]
| part | total [mW] | internal, mW | switching (mW) | leakage, nW |
|---|---|---|---|---|
| clock network | 0 | 0 | 0 | 0 |
| logic | 0.240 | 0.102 | 0.138 | 3.04 |
| registers | 0 | 0 | 0 | 0 |
[critical path, stage by stage]
cell and delay, ns:
clkdlybuf4s50_1 0.51, ha_1 0.28, fa_1 0.44, a21o_1 0.21, a221o_1 0.43, a211oi_1 0.47, nor2_1 0.15, a221o_1 0.34
a22o_1 0.25, a211oi_1 0.40, nand4bb_1 0.17, or4_1 0.42, or4_1 0.50, nor4b_2 0.24, clkdlybuf4s50_1 0.49
[layout make-up]
| cell class | count | share of cell area |
|---|---|---|
| Inverter | 99 | 0.05026 |
| Multi-Input combinational cell | 761 | 0.7524 |
| Tap cell | 270 | 0.04569 |
| Timing Repair Buffer | 115 | 0.1516 |
[how the worst min path moves through the flow]
stage / endpoint / slack [ns] / depth (start not counted)
final: Overflow / 9.10 / 5
after global routing: Carry_Out / 9.17 / 5
after CTS: Overflow / 9.10 / 5
[layout by cell type (no fill, tap or decap), types with 6 or more instances in the layout]
master | synthesis | final
mux2i_1 | 13 | 13
o22ai_1 | 18 | 18
o22a_1 | 6 | 6
a21oi_1 | 89 | 89
o221ai_1 | 17 | 17
o21a_1 | 6 | 6
nand2b_1 | 13 | 13
or3_1 | 6 | 6
ha_1 | 96 | 96
o21ai_0 | 36 | 36
a31oi_1 | 8 | 8
o31ai_1 | 20 | 20
a221oi_1 | 12 | 12
and2_1 | 7 | 7
o211ai_1 | 13 | 13
a22o_1 | 10 | 10
a211oi_1 | 13 | 13
a21o_1 | 17 | 17
o21bai_1 | 11 | 11
o21ai_1 | 7 | 7
inv_1 | 96 | 96
nand2_1 | 56 | 56
a221o_1 | 11 | 11
nor4_1 | 15 | 15
nand4_1 | 12 | 12
a211o_1 | 6 | 6
a22oi_1 | 26 | 26
nor2_1 | 70 | 70
clkdlybuf4s50_1 | 0 | 103
nor3_1 | 25 | 25
xnor2_1 | 6 | 6
buf_4 | 3 | 12
nand3_1 | 13 | 13
No activity file was given, so power comes from the tool's default toggle rates.
