==> ./design.v <==
`timescale 1ns / 1ps
module InstMem(
    input [7:0] addr ,
    output wire [31:0] instruction
);
reg [31:0] Instruction_memory [0:63];
initial
begin
Instruction_memory[0] = 32'h00007033;
Instruction_memory[1] = 32'h00100093;
Instruction_memory[2] = 32'h00200113;
Instruction_memory[3] = 32'h00308193;
Instruction_memory[4] = 32'h00408213;
Instruction_memory[5] = 32'h00510293;
Instruction_memory[6] = 32'h00610313;
Instruction_memory[7] = 32'h00718393;
Instruction_memory[8] = 32'h00208433;
Instruction_memory[9] = 32'h404404b3;
Instruction_memory[10] = 32'h00317533;
Instruction_memory[11] = 32'h0041e5b3;
Instruction_memory[12] = 32'h0041a633;
Instruction_memory[13] = 32'h007346b3;
Instruction_memory[14] = 32'h4d34f713;
Instruction_memory[15] = 32'h8d35e793;
Instruction_memory[16] = 32'h4d26a813;
Instruction_memory[17] = 32'h4d244893;
Instruction_memory[18] = 32'h02b02823;
Instruction_memory[19] = 32'h03002603;
end
assign instruction = Instruction_memory[addr];
endmodule
==> ./run.sh <==
#!/bin/bash
# OpenROAD 26Q1-2900-gdf79404cd8, Yosys 0.63+post, stock flow scripts
make -C /OpenROAD-flow-scripts/flow DESIGN_CONFIG=/design/flow/config.mk WORK_HOME=/design/flow/orfs finish
==> ./config.mk <==
export PLATFORM = sky130hd
export DESIGN_NAME = InstMem
export DESIGN_NICKNAME = InstMem
export VERILOG_FILES = /design/flow/design.v
export SDC_FILE = /design/flow/constraint.sdc
export NUM_CORES = 4
export LEC_CHECK = 1
export CORE_AREA = 10 10 70 70
export DIE_AREA = 0 0 80 80
==> ./constraint.sdc <==
current_design InstMem

set clk_period 1.4
set clk_io_pct 0.2

create_clock -name clk0 -period $clk_period

set non_clock_inputs [all_inputs -no_clocks]
set_input_delay [expr $clk_period * $clk_io_pct] -clock clk0 $non_clock_inputs
set_output_delay [expr $clk_period * $clk_io_pct] -clock clk0 [all_outputs]
==> results.yml <==
# flow metrics
placed_design:
  post-place-cells: 165
  last_weighted_congestion_value_of_the_routability_driven_placer: 0.8010
  post-dp-hpwl_mm: 1.630
  io_buffer_count: 29
  placement.cell_area_um2: 950.9
worst_setup_path:
  worst_path_arrival_ps: 1240
  critical_path_class: "in2out"
  cp-end-kind: "output pin"
  endpoint: "instruction[20]"
  startpoint: "addr[1]"
  cp-start-kind: "input pin"
  critical_path_peak_fanout: 5
  required_ps: 1120
global_routing:
  via_count_of_the_first_global_routing_pass: 846
  antenna_found_initial: 0
  grt_pass1_wl_mm: 4.029
  total_grt_usage: 0.07550
  largest_net_degree_at_the_start_of_global_routing: 15
  grt_overflow_total: 0
floorplanning:
  initial_utilization: 0.1703
  die_w_um: 80
  io_pins: 40
  overall_die_area_um2: 6400
  fp.coreArea_um2: 3416
  fp-row-count: 21
  chipHeight_um: 80
run_status:
  violated_checks: "negative setup slack"
  run_status: "finished, violations left"
synthesis:
  top_cells_by_count: "a21oi_1 (11), buf_4 (10), nand2_1 (9)"
  register_area_share_after_synthesis: 0
  yosys-stat-area_um2: 581.8
  ys_cells: 85
  synth.lib_cells_used.distinct: 27
  synthXorXnorAreaFrac: 0
  post_synth_mux_area_share: 0.05161
  count_of_synthesis_stage_warnings_from_yosys: 1
  synth.cellmix.simpleShare: 0.2366
  syn-mean-instance-area_um2: 6.845
  aoi_share: 0.2989
  most_common_cell: "a21oi_1"
  yosys_adder_share: 0.1290
  area_leaders: "buf_4 (13%), ha_1 (13%), buf_6 (9.7%)"
  post_synth_inst_count: 85
  post_synth_main_logic_family: "AND-OR/OR-AND gates"
  top_area_cell: "buf_4"
  syn_area_um2: 581.8
  synth_largest_type_area_fraction: 0.1290
drt:
  antenna-diode-count: 0
  vias: 811
  drt.antenna.violating_nets: 0
  wire_per_inst_um: 13.52
  m1WireLength_mm: 1.147
  iteration_0_drc_markers: 19
  detailroute.wirelength.met3_um: 107
  drt_pass1_iterations: 4
  drcViolationCount: 0
  highest-signal-layer: "met4"
  drt-vias-per-instance: 4.159
  detailroute.wirelength.met2_mm: 1.349
  drt_wl_total_mm: 2.637
flow_run:
  log.warning_count: 42
  cap_violations: 0
finish:
  final.clkbuf_count: 0
  drive_above_1_share: 0.7248
  filler_cell_count: 320
  layout.sequential_cells: 0
  layoutNonFillerInstCount: 195
  multi_input_comb_area_um2: 628.1
  flow.area_growth_from_synthesis_pct: 138.5
  core_occupancy_in_the_finished_layout: 0.4062
  final_design_area_no_fill_um2: 1388
  area.sequential_um2: 0
power_and_ir_drop:
  p_leak_nw: 0.6571
  power_density_nw_per_um2: 290.9
  p_switching_uw: 166.8
  fraction_of_power_consumed_by_sequential_logic: 0
  power.share.clock: 0
  intPower_uw: 236.9
  ir_worst_vdd_uv: 165.2
  comb_power_share: 1.000
  p_sw_frac: 0.4132
  post-layout-total-power_uw: 403.7
final_timing:
  final-hold-violation-count: 0
  finalSetupViolCount: 14
  rsz0062_at_grt: "true"
  period_used_share: 1.087
  maxClockFrequency_mhz: 657.3
  final_worst_setup_slack_ps: -121.4
  timing.final.crit_period_ps: 1521
  final_max_slew_viol_count: 0
cts:
  hold_fix_buffers_cts: 0
hold_path:
  holdCritPathClass: "in2out"
==> layout by cell type, fill, tap and decap left out, types with 2 or more instances in the layout <==
cell	n
a21oi_1	5
a21oi_2	6
and2b_1	2
buf_12	4
buf_2	16
buf_4	19
buf_6	20
buf_8	4
clkbuf_2	4
clkdlybuf4s15_1	3
conb_1	8
dlygate4sd2_1	3
ha_4	5
inv_1	2
inv_2	2
mux2i_2	3
nand2_1	5
nand2_2	3
nand2_4	2
nor2_1	4
nor2_4	2
nor2b_1	2
o21ai_1	4
o21ai_2	2
o31ai_2	2
==> stage by stage <==
step | hold slack [ps] | setup TNS [ps] | setup slack, ps
after floorplan | 640.5 | 0 | 109.2
after global placement | 1638 | -18190 | -961.5
after detailed placement | 1634 | -18230 | -963.7
after CTS | 873.2 | -663.3 | -129.0
after global routing | 891.6 | -1409 | -154.9
final | 867.5 | -732.3 | -121.4
==> how the worst min path moves through the flow <==
stage	start	to	cells after the start
5_1_grt	addr[4]	instruction[13]	3
6_report	addr[4]	instruction[13]	3
4_1_cts	addr[4]	instruction[13]	3
==> metal layers <==
metal,global-route usage,vias up
li1,-,407
met1,0.08570,375
met2,0.1445,25
met3,0.01477,4
met4,0.007042,0
met5,0,-
==> logic make-up after synthesis <==
logic type | after synthesis
and+or+nand+nor | 26
buffers and inverters | 22
other | 2
AOI/OAI and AO/OA | 26
muxes | 3
adders and majority gates | 6
==> power groups by stage <==
stage | registers [mW] | clock network [mW] | logic (mW)
4_1_cts | 0 | 0 | 0.365
5_1_grt | 0 | 0 | 0.439
6_report | 0 | 0 | 0.404
==> critical path: stages <==
cell and delay, ps:
buf_8 100, buf_6 120, buf_12 120, ha_4 170
buf_6 110, nand2_4 80, buf_6 90, o31ai_2 50
buf_2 110
==> layout make-up <==
class                           instances  share of cell area
Inverter                                7             0.02705
Timing Repair Buffer                   73              0.4788
Tap cell                               46             0.04148
Multi-Input combinational cell         69              0.4527
==> what timing repair did <==
item | 4_1_cts | 5_1_grt
endpoints found under the setup margin | 24 | 16
buffers inserted | 23 | 7
gates cloned | 1 | 0
resized | 132 | 26
pin swaps | 19 | 18
Power and IR drop assume default switching activity.
